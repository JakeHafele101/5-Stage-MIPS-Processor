### ./config.mk
export PLATFORM = sky130hd
export DESIGN_NAME = debounce
export DESIGN_NICKNAME = debounce
export VERILOG_FILES = /design/flow/design.v
export SDC_FILE = /design/flow/constraint.sdc
export NUM_CORES = 4
export LEC_CHECK = 1
export CORE_UTILIZATION = 40
### ./constraint.sdc
current_design debounce

set clk_period 6.3
set clk_io_pct 0.2

create_clock -name clk0 -period $clk_period [get_ports {clk}]

set non_clock_inputs [all_inputs -no_clocks]
set_input_delay [expr $clk_period * $clk_io_pct] -clock clk0 $non_clock_inputs
set_output_delay [expr $clk_period * $clk_io_pct] -clock clk0 [all_outputs]
### ./design.v
`timescale 1ns / 1ps
module clock_divider(
    input clk, 
    input reset,
    input en,
    output tick
    );
    parameter DVSR = 50000000;  
    reg [31:0] ms_reg;         
    wire [31:0] ms_next;
    always @(posedge clk, posedge reset)
        if(reset)
            ms_reg <= 0;
        else if (en)
            ms_reg <= ms_next;
    assign ms_next = (reset || (ms_reg == DVSR && en)) ? 0 :
                     (en) ?   ms_reg + 1 :
                              ms_reg;
    assign tick = (ms_reg == DVSR) ? 1'b1 : 1'b0;
endmodule
`timescale 1ns / 1ps
module debounce(
    input clk, reset,
    input switch,
    output reg db
    );
    parameter DVSR = 1000000;  
    localparam [1:0] zero = 2'b00,
                     hold_one = 2'b01, 
                     one  = 2'b10,
                     hold_zero  = 2'b11;
    reg [1:0] state_reg, state_next;
    wire ms_tick;
    clock_divider #(.DVSR(DVSR))divider(.clk(clk), .reset(reset), .en(1'b1), .tick(ms_tick));
    always @(posedge clk, posedge reset)
        if(reset)
            state_reg = zero;
        else
            state_reg = state_next;
    always @*
        begin
            db = 1'b0;   
            case(state_reg)
                zero: state_next = switch ? hold_one : zero;
                hold_one: 
                    begin
                        db = 1'b1;
                        state_next = ms_tick ? one : hold_one;
                    end
                one: 
                    begin
                        db = 1'b1;
                        state_next = switch ? one : hold_zero;
                    end
                hold_zero: state_next = ms_tick ? zero : hold_zero;
            endcase
        end
endmodule
### ./run.sh
#!/bin/bash
# OpenROAD 26Q1-2900-gdf79404cd8, Yosys 0.63+post, stock flow scripts
make -C /OpenROAD-flow-scripts/flow DESIGN_CONFIG=/design/flow/config.mk WORK_HOME=/design/flow/orfs finish
==> Slide: Implementation Results <==
Synthesis and Place & Route Summary

Job
  • # Max-Cap Violations: 0
  • Stage-log warning count: 26

Global route
  • Total GRT Usage: 17.3%
  • Vias in the first global route: 1458
  • Antenna violations before repair: 0
  • Global-route wire length before repair: 6.90 mm
  • Largest net degree at the start of global routing: 39
  • Overflow after GRT: 0

Logic synthesis
  • Area share of the leading cell type in the synthesized netlist: 45.6%
  • Synth Instances: 200
  • Yosys Instances: 200
  • Yosys chip area: 1920 sq um
  • Mean area per synthesized cell: 9.60 sq um
  • Syn Std Cell Area: 1920 sq um
  • Main area contributors: dfrtp_1 46%, xor2_1 4.1%, nand4_1 3.9%
  • Yosys warnings: 2
  • Most used flip-flop cell: dfrtp_1
  • Ys flops: 36
  • Seq/Total Area, Yosys: 47.0%
  • Distinct lib cells: 36
  • Number of enable flip-flop cells: 0
  • Post-synthesis async set-or-reset flop share: 100%
  • Yosys top cell by area: dfrtp_1

Setup path
  • Critical path data arrival time: 1.25 ns
  • FF-to-FF Start: divider.ms_reg[15]
  • CP Data Required Time: 5.04 ns
  • Worst path cell trace: nor2_1 > clkdlybuf4s50_1
  • Critical Path Max Stage Delay: 0.46 ns
  • Worst r2r path cells: 5
  • WS Path Type: reg2out
  • Critical Path Source Type: flop
  • Crit path max fanout: 3
  • Reg2reg end: divider.ms_reg[30]
  • R2r setup slk: 4.02 ns
  • Critical path capture point type: primary output
  • Slowest CP cell: clkdlybuf4s50_1
  • Worst setup path endpoint: db
  • Critical path origin: state_reg[3]

Min path
  • Hold Path Class: reg2reg
  • HP Start: divider.ms_reg[0]

Cells and area
  • Share of cells above drive strength 1: 9.45%
  • Fillers: 403
  • Area grow syn2layout: 7.56%
  • Top logic cell by instance count in the layout: dfrtp_1
  • Top Layout Cells: 35 x dfrtp_1, 18 x nor2_1, 12 x nand4_1, 12 x nand3_1, 11 x a21oi_1
  • Max reg flops: 32
  • Sequential Area: 902 sq um
  • Fin cells: 253
  • Combinational gate area: 943 sq um

Timing
  • Final setup fails: 0
  • Fmax: 399 MHz
  • Worst-margin pin slew: 0.573 ns
  • Final Hold Fails: 0
  • Tcrit/Tclk final: 39.8%
  • Clock skew: 0.00622 ns
  • Final TNS setup: 0 ns
  • Tmin final: 2.51 ns
  • Final Max Tran Viols: 0
  • WHS: 0.509 ns
  • Worst rel slew slack: 61.8%
  • Fin worst setup slack: 3.79 ns
  • RSZ-0062 raised after global routing: false

Die
  • Row count: 24
  • Die Width: 71.3 um
  • CORE AREA: 4470 sq um
  • Number of top-level pins: 4
  • Chip area: 5080 sq um
  • Floorplan core density: 42.9%
  • Die height: 71.3 um

Clock tree
  • # H-tree levels: 2
  • CTS Sinks: 36
  • CTS Buf Count: 5
  • Cts repair resizes: 0
  • Max clock buf depth: 2
  • Clk latency late pin: 0.28 ns
  • Clk root buf: clkbuf_8
  • Post-CTS Setup Bufs: 0
  • Hold_buf cts: 0
  • Clock transition at path regs: 0.07 ns
  • CTS tree: built

Route
  • WL/cell: 15.3 um
  • DRT antenna net count: 0
  • DRT iter0 DRCs: 101
  • DRC: 0
  • Diode count: 0
  • Via density: 6.02
  • Detailed-route via count: 1523
  • Initial DRT Pass Iterations: 21
  • Wire length on met1: 1.98 mm
  • DR top layer: met4
  • WL met3: 115 um
  • Met2 WL: 1.75 mm
  • Detailed Route WL: 3.88 mm

Placement
  • PortBufs: 3
  • Hpwl dp: 2.60 mm
  • Pre-CTS WS: 3.61 ns
  • GP Congestion: 0.857
  • Placed cells: 245

Power and ir drop
  • PD cells: 201 nW/um^2
  • Leakage: 0.786 nW
  • Worst vdd ir: 0.0000988 V

Run status
  • Status: complete, no violations
-- per-stage QoR --
stage / util, % / power, W / instance area [sq um]
after floorplan: - / 0.000249 / 1920
after global placement: 44.1 / 0.000254 / 1970
after detailed placement: 44.1 / 0.000255 / 1970
after CTS: 46.1 / 0.000423 / 2060
after global routing: 46.1 / 0.000436 / 2060
final: 46.1 / 0.000416 / 2060
-- cells in the mapped netlist (2+ instances only) --
cell type and n:
or4_1 8, a22o_1 4, nor3_1 2, o21ai_0 9, clkbuf_1 3, and3_1 4
o31ai_1 7, or3_1 7, xnor2_1 4, inv_1 5, a21oi_2 4, ha_1 2
nor4b_1 2, buf_2 7, and4_1 6, nand3_1 12, nand4_1 12, nand2_1 10
nor2_1 18, o41ai_1 2, nor4_1 5, xor2_1 9, a21oi_1 11, dfrtp_1 35
-- per-layer routing --
layer / up-vias / GRT usage (%)
met5: - / 0
met4: 0 / 2.89
met3: 5 / 2.71
met2: 32 / 25.8
met1: 732 / 28.3
li1: 754 / -
-- cells by family after synthesis --
group | share of synthesized area, %
and+or+nand+nor | 27.8
AOI/OAI and AO/OA | 13.9
DFF | 47.0
buffers and inverters | 4.04
xor gates and xnor gates | 5.93
adders and majority gates | 1.30
-- where the power goes --
group / internal (W) / switching, W
clock: 0.0000891 / 0.0000768
sequential: 0.000233 / 0.00000204
combinational: 0.00000469 / 0.0000106
-- final cells by class --
type	instances	share of cell area, %
Tap cell	52	3.15
Multi-Input combinational cell	147	45.7
Clock buffer	8	4.36
Sequential cell	36	43.7
Inverter	5	0.909
Timing Repair Buffer	5	2.18
-- worst min path at each step --
stage | slack [ns] | cells past startpoint | to
4_1_cts | 0.51 | 1 | divider.ms_reg[0]
5_1_grt | 0.53 | 1 | state_reg[2]
6_report | 0.51 | 1 | divider.ms_reg[0]
-- critical path, delay by kind of cell, from the launching register on --
family        cells  cell delay, ns
flops             1            0.40
simple gates      1            0.11
buf+inv           1            0.46
No activity file was given, so power comes from the tool's default toggle rates.
