==> flow/design.v <==
module counter (
    input i_clk,
    input i_rst,
    input i_en,
    output reg [31:0] o_Q
);
always @(posedge i_clk, posedge i_rst) begin
    if(i_rst)
        o_Q <= 0;
    else if(i_en)
        o_Q <= o_Q + 1;
end
endmodule
==> flow/run.sh <==
#!/bin/bash
# OpenROAD 26Q1-2900-gdf79404cd8, Yosys 0.63+post, stock flow scripts
make -C /OpenROAD-flow-scripts/flow DESIGN_CONFIG=/design/flow/config.mk WORK_HOME=/design/flow/orfs finish
==> flow/config.mk <==
export PLATFORM = sky130hd
export DESIGN_NAME = counter
export DESIGN_NICKNAME = counter
export VERILOG_FILES = /design/flow/design.v
export SDC_FILE = /design/flow/constraint.sdc
export NUM_CORES = 4
export LEC_CHECK = 1
export CORE_AREA = 10 10 104 104
export DIE_AREA = 0 0 114 114
==> flow/constraint.sdc <==
current_design counter

set clk_period 3.3
set clk_io_pct 0.2

create_clock -name clk0 -period $clk_period [get_ports {i_clk}]

set non_clock_inputs [all_inputs -no_clocks]
set_input_delay [expr $clk_period * $clk_io_pct] -clock clk0 $non_clock_inputs
set_output_delay [expr $clk_period * $clk_io_pct] -clock clk0 [all_outputs]
==> run summary <==
flow finished, numbers: number of placed instances, taps included 267, critical setup path kind in -> reg, maximum number of pins on one net before global-route repair 33, Antenna Violating Nets Remaining 0, dpl ws 961 ps, total die area 0.0130 mm2, count of boundary I/O pins 35, total number of yosys warnings 1, terminating pin of the worst hold path o_Q[31], detailed-router iteration count before antenna repair 3, setup slack after layout 1250 ps, Data arrival, critical path 2260 ps, vias 1063, Most common reg cell dfrtp_1, vias per std cell 3.88, number of rows in the core area 34, placed wire-length estimate after detailed placement 2570 um, post-synthesis cell type with the largest combined area dfrtp_1, Fin Clk Skew 4.57 ps, Least-Margin Pin Slew 396 ps, setup repair bufs after CTS 0, clock-pin slew on the worst setup and hold paths 60 ps, Main area contributors dfrtp_1, xor2_1, xnor2_1, final critical-path required period 2050 ps, fraction of synthesized cell area taken by the top area cell type 0.530, Crit Reg-Reg Startpoint o_Q[0], sink count of the clock tree 32, Max H-tree Level 2, status completed, FMAX 488 MHz, class of the tightest hold or removal check reg -> reg, wire length of the first global-routing pass 5720 um, share of the core filled by cells before placement 0.174, cell at the root of the clock tree clkbuf_8, number of failing hold endpoints at the final stage 0, area delta synth->final 37.3%, worst-skew pair later-pin latency 280 ps, worst reg2reg setup slack 1630 ps, core outline area 0.00868 mm2, worst endpoint required time 3510 ps, final setup TNS 0 ps, crit path launch type primary input, total length of routed wires 3440 um, biggest regs o_Q x32, width of the chip 114 um, number of port buffers 34, LEAKAGE 0.926 nW, setup-violating endpoint count in the final report 0, Mean Syn Cell Area 12.0 um2, detail-routed net length per standard cell 12.5 um, initial antenna violation count 0, vertical extent of the die 114 um, Post-synth ARST share 1.00, CTS Hold Buffers Added 0, fraction of layout cells with a size suffix above 1 0.108, PostCTS Resize Cnt 0, number of slew-limit violations in the final report 0, max FFs per register 32, max_cap viols 0, top-count cell post-synth dfrtp_1, Cell Area, Synth 0.00151 mm2, crit path capture type flop, post-place instance area 0.00198 mm2, number of antenna cells inserted 0, remaining global-route overflow 0, launch instance of the worst min-delay path o_Q[31], share of the clock period used by the worst path after layout 0.620, OpenROAD warning count 25, endpoint of the most critical register-to-register path o_Q[26], peak supply drop 0.366 mV, relative slew slack 0.736, number of buffers created by CTS 5, number of distinct library cells after synthesis 26, Filler Cells Inserted 933, area of all placed cells without fillers 0.00207 mm2, PwrDens 467 mW/mm2, unrepaired setup endpoints after global routing no, Non-Filler Instances 274, final RePlAce weighted congestion 0.768, number of stages on the worst hold path 1, All-Layer GR Usage 0.0539, TritonCTS clock tree built, flip-flop and latch count after synthesis 32, number of standard cells reported by yosys 126, chip area in the Yosys report 0.00151 mm2, top fanout value on the critical path 7, Reg with most FFs o_Q, depth of the worst register-to-register path 5, post-synth tally of flip-flops with integrated enable 0, Seq share, synth 0.530, most frequent cells after synthesis dfrtp_1, xor2_1, xnor2_1, DRC Markers 0, number of DRC markers after the initial detailed-route iteration 47, cell count after synthesis 126, Clock Path Buffers 2, via count of the first global-routing pass 1076
through the flow:
step                      hold WS (ps)   util  total power [mW]
after global placement             479  0.228             0.654
after detailed placement           469  0.228             0.660
final                              473  0.239             0.967
after CTS                          477  0.239             0.985
after global routing               506  0.239              1.03
after floorplan                    420      -             0.546
how the worst max path moves through the flow:
stage	from	to	slack (ps)
4_1_cts	i_en	o_Q[25]	1260
5_1_grt	i_en	o_Q[26]	1130
6_report	i_en	o_Q[25]	1250
power breakdown:
| group | total (mW) | switching [mW] | internal (mW) |
|---|---|---|---|
| clock | 0.322 | 0.137 | 0.186 |
| sequential | 0.486 | 0.0525 | 0.434 |
| combinational | 0.159 | 0.0495 | 0.109 |
| total | 0.967 | 0.239 | 0.729 |
critical path, cell delays in order:
cell and delay, ps:
clkdlybuf4s50_1 570, and4_2 330, nand3_4 160, nor4_1 370
xor2_1 170
metal layers:
metal | routed length (um) | vias to the layer above | GRT usage | part of all wire
met3 | 274 | 7 | 0.0239 | 0.080
met5 | 0 | - | 0 | 0
met1 | 1620 | 509 | 0.0748 | 0.47
met2 | 1490 | 28 | 0.0774 | 0.43
met4 | 51 | 0 | 0.00835 | 0.015
li1 | - | 519 | - | -
cell type report:
| cell class | count | area (um2) | area share |
|---|---|---|---|
| flip-flops and latches | 32 | 801 | 0.386 |
| multi-input cells | 89 | 682 | 0.329 |
| repair buffers | 35 | 348 | 0.168 |
| well taps | 108 | 135 | 0.0652 |
| clock buffers | 7 | 96.3 | 0.0465 |
| inverters | 3 | 11.3 | 0.00543 |
placed cells by master, fill, tap and decap left out:
master and count:
nand2b_1 1, dfrtp_1 32, ha_1 1, nand4_4 1
buf_4 1, nand4_1 4, and4_1 3, xnor2_1 13
nand3_4 1, nor3b_1 1, nor4b_2 1, and3_1 4
inv_1 3, nand3_1 8, clkbuf_8 7, xor2_1 18
and4_4 2, nand2_1 11, nor2_1 4, and2_1 2
nand3_2 1, nor4_1 3, clkdlybuf4s50_1 34, mux2_2 1
and4_2 1, nor3_1 6, nor4_4 2
logic make-up after synthesis:
group | synth area share
and+or+nand+nor | 0.256
muxes | 0.00746
xor gates and xnor gates | 0.180
buffers and inverters | 0.0182
DFF | 0.530
adders and majority gates | 0.00828
Power is estimated from default activity; no workload was simulated.
