**./run.sh**
```bash
#!/bin/bash
# OpenROAD 26Q1-2900-gdf79404cd8, Yosys 0.63+post, stock flow scripts
make -C /OpenROAD-flow-scripts/flow DESIGN_CONFIG=/design/flow/config.mk WORK_HOME=/design/flow/orfs finish
```
**./config.mk**
```make
export PLATFORM = sky130hd
export DESIGN_NAME = seven_seg_decoder
export DESIGN_NICKNAME = seven_seg_decoder
export VERILOG_FILES = /design/flow/design.v
export SDC_FILE = /design/flow/constraint.sdc
export NUM_CORES = 4
export LEC_CHECK = 1
export CORE_AREA = 10 10 70 70
export DIE_AREA = 0 0 80 80
```
**./constraint.sdc**
```tcl
current_design seven_seg_decoder

set clk_period 1.4
set clk_io_pct 0.2

create_clock -name clk0 -period $clk_period

set non_clock_inputs [all_inputs -no_clocks]
set_input_delay [expr $clk_period * $clk_io_pct] -clock clk0 $non_clock_inputs
set_output_delay [expr $clk_period * $clk_io_pct] -clock clk0 [all_outputs]
```
**./design.v**
```verilog
module seven_seg_decoder(
input [3:0] i_x,
output reg [6:0] o_seg
);	
	always@*
	begin
		case(i_x)
			4'b0000: o_seg = 'b0000001; 
			4'b0001: o_seg = 'b1001111; 
			4'b0010: o_seg = 'b0010010; 
			4'b0011: o_seg = 'b0000110; 
			4'b0100: o_seg = 'b1001100; 
			4'b0101: o_seg = 'b0100100; 
			4'b0110: o_seg = 'b0100000; 
			4'b0111: o_seg = 'b0001111; 
			4'b1000: o_seg = 'b0000000; 
			4'b1001: o_seg = 'b0000100; 
			4'b1010: o_seg = 'b0001000; 
			4'b1011: o_seg = 'b1100000; 
			4'b1100: o_seg = 'b0110001; 
			4'b1101: o_seg = 'b1000010; 
			4'b1110: o_seg = 'b0110000; 
			4'b1111: o_seg = 'b0111000; 
		endcase
	end
endmodule
```
==> impl_metrics.toml <==
# implementation run metrics
[global_routing]
overflow = 0
antenna_found_initial = 0
grt_usage_pct = 2.705
grt_pass1_vias = 346
grt_pass1_wl_mm = 1.511
grt_max_degree = 11

[yosys]
mux_share_pct = 30.70
simple_gate_share_pct = 13.02
ys_cells = 33
synth.logic.top_family = "adder cells"
postSynthAreaPerCell_um2 = 8.152
aoi_share_pct = 13.95
synthesis.area_um2 = 269.0
yosys-stat-area_um2 = 269.0
yosysSeqAreaShare_pct = 0
yosysWarnings = 1
yosys.area_share.xor_xnor_pct = 0
synth_cells = 33
yosysUniqueCellTypes = 13
ys_sh_adder_pct = 32.56

[pwr]
power.leakage_nw = 0.2775
peakVddDrop_mv = 0.05060
powerDensity_nw_per_um2 = 272.1

[setup_path]
cp_num_buf_inv = 3
crit_family = "multiplexers"
criticalPathCategory = "input port to output pin"
crit_fanout = 5
arrival_ns = 1.27
worst_setup_path_end_kind = "output pin"
critPathMaxStageDelay_ns = 0.45
crit_required_ns = 1.12
crit_slowest_cell = "mux4_2"
crit_chain = "buf_8, buf_6, ha_2, mux4_2, buf_2"
worst-path-stages = 5
crit_path_start_kind = "input port"

[layout]
seq_area_um2 = 0
drive_gt1_share_pct = 71.93
area_growth_pct = 143.3
finalInstanceArea_um2 = 654.4
num-clock-buffers = 0
finish.utilization_pct = 19.16
nFlopsAndLatches = 0
comb_area_um2 = 341.6
fillers = 368

[detailed_routing]
drt_iter0_markers = 2
avgRoutedWirePerCell_um = 9.699
diodes = 0
route.vias.total = 322
drc = 0
first_pass_iters = 2
drt-total-wl_um = 999
final_antenna_net_count = 0
vias_per_cell = 3.126

[sta]
hold_viol_final = 0
fin_ws_ns = -0.1517
setup_viol = 3
finalCritPeriodShare_pct = 110.8
rsz0062_at_grt = "true"
finalCriticalPeriod_ns = 1.552
tightestPinTransition_ns = 0.1966
max-slew-margin-rel_pct = 86.52
maxSlewViolCount = 0
clock.fmax_mhz = 644.5
fin_hold_ws_ns = 0.9950

[placed_design]
place_congestion = 0.7513
place_area_um2 = 481.7
place_hpwl_um = 601.4
numPortBuffers = 11

[floorplanning]
die_h_um = 80
die_w_um = 80
rows = 21
ioPinCount = 11
dieArea_um2 = 6400
core_area_um2 = 3416
initCoreUtil_pct = 7.875

[hold_path]
hp-class = "input port to output pin"
min_path_cells = 3

[run]
tool_warnings = 40
cap_violations = 0

[status]
violations = "negative setup slack"
status = "complete, but fails checks"
[power breakdown]
| group | switching (W) | total (W) | internal, W |
|---|---|---|---|
| logic | 0.0000730 | 0.000178 | 0.000105 |
| clock network | 0 | 0 | 0 |
| registers | 0 | 0 | 0 |
| total | 0.0000730 | 0.000178 | 0.000105 |
[cell families after synthesis]
family,after synthesis
AND-OR/OR-AND,6
adder cells (fa/ha/maj),7
buffers and inverters,5
multiplexers,7
AND/OR/NAND/NOR,8
[through the flow]
step	worst slack, ns	setup TNS (ns)	cells	total power, W
3_3_place_gp	-0.9202	-5.458	96	0.0001261
3_5_place_dp	-0.9059	-5.452	96	0.0001274
6_report	-0.1517	-0.2405	103	0.0001781
2_1_floorplan	0.07000	0	33	0.00005121
5_1_grt	-0.1864	-0.4127	103	0.0001963
4_1_cts	-0.1266	-0.1353	102	0.0001543
[layout make-up]
class,count,area share [%]
tap,46,8.795
inverter,3,2.868
timing repair buffer,26,36.14
multi-input combinational,28,52.20
[routing by layer]
| metal | up-vias | track usage, % | routed length (um) |
|---|---|---|---|
| li1 | 165 | - | - |
| met1 | 149 | 3.309 | 434 |
| met2 | 8 | 5.136 | 522 |
| met3 | 0 | 0.3409 | 41 |
| met4 | 0 | 0 | 0 |
| met5 | - | 0 | 0 |
[synthesized netlist by cell type]
cell	n	share of area [%]
ha_1	7	33
mux2i_1	6	22
nor2_1	5	7.0
inv_1	3	4.2
a21oi_1	2	3.7
nand2b_1	2	4.7
o21ai_1	2	3.7
a32o_1	1	3.7
buf_6	1	4.2
clkbuf_1	1	1.4
mux4_2	1	8.4
nand2_1	1	1.4
o211ai_1	1	2.8
[placed cells by master, fill, tap and decap left out]
master / instances
buf_2: 8
buf_4: 8
nor2_1: 5
buf_6: 5
mux2i_1: 4
ha_4: 4
buf_8: 3
mux2i_4: 2
a21oi_2: 2
ha_2: 2
inv_4: 1
nand2b_1: 1
nand2b_4: 1
inv_2: 1
mux4_2: 1
inv_6: 1
nand2_1: 1
o21ai_2: 1
o211ai_1: 1
o21ai_1: 1
a32o_1: 1
ha_1: 1
clkbuf_16: 1
clkdlybuf4s15_1: 1
[path summary, 6_finish.rpt]
path | startpoint | end | slack [ns]
worst max-delay path | i_x[1] | o_seg[3] | -0.15
worst min-delay path | i_x[3] | o_seg[5] | 1.0
[repair_timing]
item | in CTS | in global routing
pin swaps | 8 | 4
gates resized | 63 | 7
hold buffers | 0 | 0
cloned | 0 | 1
endpoints found under the setup margin | 7 | 5
buffers inserted | 6 | 0
Power figures rest on the tool's default switching activity, not on a simulated workload.
